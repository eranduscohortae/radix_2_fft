==> ./design.v <==
module uart_tx(
				input clk_uart,
				input rst,
				input enable_tx_i,
				input [7:0] uart_byte_i,
				output reg uart_bit_o,
				output finished_tx_o
			  );
localparam LOW_1 = 1'b0;		
localparam HIGH_1 = 1'b1;
reg [4:0] current_state, next_state;
reg enable_tx_r;
reg uart_bit_r;
reg [7:0] uart_data_r, uart_byte_r, uart_byte_p;  
reg finished_tx_r;
    always @(posedge clk_uart) begin
        if(rst) begin
            current_state <= 0;
            uart_bit_r    <= LOW_1;
            enable_tx_r   <= LOW_1;
            uart_data_r   <= 8'd0;
        end
        else begin
            current_state <= next_state;
            uart_data_r   <= uart_byte_i;
            uart_byte_r   <= uart_byte_p;
            enable_tx_r   <= enable_tx_i;
        end
    end
    always @(*) begin
        uart_byte_p    = uart_byte_r;
        next_state     = current_state;
        uart_bit_r     = HIGH_1;
        finished_tx_r  = LOW_1;
        case (current_state)
            0: begin
                uart_byte_p = 8'd0;
                if(enable_tx_i == LOW_1) begin
                    uart_byte_p  = uart_data_r;
                    uart_bit_o   = LOW_1;
                    next_state   = 18;
                end
            end
            18: begin
                next_state     = 1;
            end
            1: begin
                uart_bit_o     = uart_byte_p[0];
                next_state     = 10;
            end
            10: begin
                next_state     = 2;
            end
            2: begin
                uart_bit_o     = uart_byte_p[1];
                next_state     = 11;
            end
            11: begin
                next_state     = 3;
            end
            3: begin
                uart_bit_o     = uart_byte_p[2];
                next_state     = 12;
            end
            12: begin
                next_state     = 4;
            end
            4: begin
                uart_bit_o     = uart_byte_p[3];
                next_state     = 13;
            end
            13: begin 
                next_state     = 5;
            end
            5: begin
                uart_bit_o     = uart_byte_p[4];
                next_state     = 14;
            end
            14: begin
                next_state     = 6;
            end
            6: begin
                uart_bit_o     = uart_byte_p[5];
                next_state     = 15;
            end
            15: begin
                next_state     = 7;
            end
            7: begin
                uart_bit_o     = uart_byte_p[6];
                next_state     = 16;
            end
            16: begin
                next_state     = 8;
            end
            8: begin
                uart_bit_o     = uart_byte_p[7];
                next_state     = 17;
            end
            17: begin
                next_state     = 9;
            end
            9: begin
					 uart_bit_o     = HIGH_1;
                next_state     = 19;
            end
            19: begin
                if(uart_bit_r == HIGH_1) begin
                    finished_tx_r    = HIGH_1;
                end
                next_state           = 0;
            end
        endcase
    end
assign finished_tx_o = finished_tx_r;
endmodule
==> ./run.sh <==
#!/bin/bash
# OpenROAD 26Q1-2900-gdf79404cd8, Yosys 0.63+post, stock flow scripts
make -C /OpenROAD-flow-scripts/flow DESIGN_CONFIG=/design/flow/config.mk WORK_HOME=/design/flow/orfs finish
==> ./config.mk <==
export PLATFORM = sky130hd
export DESIGN_NAME = uart_tx
export DESIGN_NICKNAME = uart_tx
export VERILOG_FILES = /design/flow/design.v
export SDC_FILE = /design/flow/constraint.sdc
export NUM_CORES = 4
export LEC_CHECK = 1
export CORE_AREA = 10 10 92 92
export DIE_AREA = 0 0 102 102
==> ./constraint.sdc <==
current_design uart_tx

set clk_period 1.8
set clk_io_pct 0.2

create_clock -name clk0 -period $clk_period [get_ports {clk_uart}]

set non_clock_inputs [all_inputs -no_clocks]
set_input_delay [expr $clk_period * $clk_io_pct] -clock clk0 $non_clock_inputs
set_output_delay [expr $clk_period * $clk_io_pct] -clock clk0 [all_outputs]
==> out/metrics.yaml <==
status: "complete, no violations"
dp_slack_ns: 0.292
end_kind: "output pin"
rsz0062_at_grt: "no"
power_mw: 1.61
avgSynthCellArea_um2: 13.4
start_kind: "register"
layout.cells.non_filler: 183
numCtsBuffers: 5
worst_r2r_endpoint: "uart_byte_r[6]"
worst-path-buf-inv: 1
num_antenna_cells: 0
fp-utilization_pct: 17.8
min_to: "current_state[12]"
ys_area_um2: 1150
grt_use_total_pct: 3.30
ctsHoldBuffers: 0
fillers: 677
cpLargestDelayFamily: "buffers and inverters"
period_used_pct: 81.7
ant_nets: 0
unclocked_pins: 1
crit_type: "reg -> out"
arrival_ns: 1.11
first_pass_iters: 4
rows: 29
power_leakage_nw: 0.546
cts_tree: "yes"
dp.cells: 175
hp-start: "current_state[11]"
skew_ns: 0.00338
p_comb_share_pct: 4.0
antenna_found_initial: 0
crit_fanout: 2
ys_cells: 86
maxCapViolCount: 0
num_vias: 623
holdPathStages: 1
post-cts-setup-buffers: 0
first_global_vias: 644
fin_ws_ns: 0.330
clock_latency_ns: 0.28
max-slew-margin-rel_pct: 78.4
drc: 0
cts_buffer_depth: 2
grt_overflow_total: 0
ioPinCount: 13
yosys.area.top_type_share_pct: 48.8
yosys.cell_types.count: 18
core_area_um2: 6460
untimed_endpoints: 2
yosys_register_bits: 37
netSwitchingFraction_pct: 18.8
drive_above_1_share_pct: 12.3
hold_violations: 0
place_area_um2: 1370
drv_slew: 0
power_frac_seq_pct: 53.7
ir_drop_v: 0.000639
routed_wl_um: 1590
hold_path.class: "reg -> reg"
io_buffers: 12
warning_count: 25
cts-root-buf: "clkbuf_8"
worst_pin_slew_ns: 0.323
r2r_start: "current_state[0]"
area_leaders: "dfxtp_1 (49%), edfxtp_1 (21%), nor2b_1 (17%)"
path_cells: "clkdlybuf4s50_1"
yosysTopAreaCell: "dfxtp_1"
synth_area_um2: 1150
synth_warnings: 1
vias_per_cell: 3.40
wl_per_cell_um: 8.67
grt_pass1_wl_um: 2780
fmaxAchievable_mhz: 680
cpPeakStageDelay_ns: 0.48
period_minus_slack_ns: 1.47
chipArea_um2: 10400
finalSetupTns_ns: 0
setup_viol: 0
async_flop_share_pct: 0
edf_count: 8
final_area_um2: 1480
p_int_mw: 1.30
final_common_cell: "nor2b_1"
place_congestion: 0.772
required_ns: 1.44
ctsHtreeMaxLevel: 2
r2r_slack_ns: 0.82
synthCells: 86
crit_slowest_cell: "clkdlybuf4s50_1"
die_y_um: 102
cts-resized-gates: 0
fp.dieW_um: 102
reg2reg_depth: 2
lay_top_cells: "nor2b_1 (32), dfxtp_1 (28), clkdlybuf4s50_1 (12), edfxtp_1 (8), clkbuf_8 (5)"
p_clk_share_pct: 42.3
switchingPower_mw: 0.302
grt_max_degree: 15
clkSlewWorstSetupHoldPaths_ns: 0.07
pwr_density_cell_nw_per_um2: 1090
hpwl_um: 1090
synth-main-ff-cell: "dfxtp_1"
syn_to_final_growth_pct: 28.5
drt_iter0_drc: 13
## power groups by stage
stage,combinational [mW],clock (mW),sequential (mW)
finish,0.0647,0.679,0.861
global route,0.0717,0.730,0.863
CTS,0.0662,0.698,0.862
## per-stage QoR
step                util (%)  hold WS (ns)
CTS                     22.9         0.445
detailed placement      21.1         0.423
global route            22.9         0.461
floorplan                  -         0.394
finish                  22.9         0.439
global placement        21.1         0.418
## layout make-up
type | count | area [um^2] | area share, %
clock buffers | 5 | 68.8 | 4.66
multi-input cells | 46 | 310 | 21.0
flip-flops and latches | 37 | 816 | 55.3
repair buffers | 15 | 143 | 9.66
clock inverters | 3 | 42.5 | 2.88
well taps | 77 | 96.3 | 6.53
## Yosys cell counts, drive strengths merged, types with 2 or more instances
master	count
and2b	3
buf	2
dfxtp	28
edfxtp	8
nor2b	33
nor4	2
## registers in the layout (all words and copies together) (netlist names)
register	cells
current_state	20
uart_byte_r	8
uart_data_r	8
uart_bit_o	1
## worst max-delay path by stage
stage,depth (start not counted),to,startpoint
after CTS,1,finished_tx_o,current_state[16]
after global routing,1,finished_tx_o,current_state[16]
final,1,finished_tx_o,current_state[16]
## routing by layer
metal  global-route usage [%]  vias up  part of all wire, %
met4                    0.651        0                  1.4
li1                         -      324                    -
met5                        0        -                    0
met3                     1.77        4                  7.8
met1                     3.97      279                   48
met2                     5.19       16                   43
## cells by family after synthesis
group	Yosys count	share of synthesized area, %
compound gates	6	5.01
latches	1	1.31
buf+inv	3	1.96
simple gates	40	22.0
flops	36	69.7
Power figures rest on the tool's default switching activity, not on a simulated workload.
